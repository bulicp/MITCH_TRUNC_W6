## design.v

```verilog
`timescale 1ns / 1ps
module MITCH_TRUNC_W6(
    input [15:0] x,
    input [15:0] y,
    output [31:0] p
    );
	wire [15:0] x_abs;
	wire [15:0] y_abs;
	assign x_abs = x ^ {16{x[15]}};
	assign y_abs = y ^ {16{y[15]}};
	wire [15:0] kx;
	wire zero_x;
	wire [3:0] code_x;
	LOD16 LODx (
		.data_i(x_abs),
		.zero_o(zero_x),
		.data_o(kx)
	 ); 
	PriorityEncoder_16 PEx (
		.data_i(kx),
		.code_o(code_x)
	 ); 
	wire [15:0] ky;
	wire zero_y;
	wire [3:0] code_y;
	LOD16 LODy (
		.data_i(y_abs),
		.zero_o(zero_y),
		.data_o(ky)
	 ); 
	PriorityEncoder_16 PEy (
			.data_i(ky),
			.code_o(code_y)
		 ); 
	wire [3:0] code_x_inv;
	wire [15:0] barrel_x;
	assign code_x_inv = ~code_x;
	Barrel16L BShiftx (
		.data_i(x_abs),
		.shift_i(code_x_inv),
		.data_o(barrel_x)
 	 ); 
	wire [3:0] code_y_inv;
	wire [15:0] barrel_y;
	assign code_y_inv = ~code_y;
	Barrel16L BShifty (
		.data_i(y_abs),
		.shift_i(code_y_inv),
		.data_o(barrel_y)
 	 );
	wire [9:0] op1;
	wire [9:0] op2;
	wire [9:0] L;
	assign op1 = {1'b0,code_x,barrel_x[14:10]};
	assign op2 = {1'b0,code_y,barrel_y[14:10]};
    assign L = op1 + op2;
	wire [31:0] tmp_out; 
	AntiLog_W6 anti_log(
		.data_i(L),
		.data_o(tmp_out)
	);
	wire prod_sign; 
	wire [31:0] tmp_sign;
	assign prod_sign = x[15] ^ y[15];
	assign tmp_sign = {32{prod_sign}} ^ tmp_out;
	wire not_zero;
	assign not_zero = (~zero_x | x[15] | x[0]) & (~zero_y | y[15] | y[0]);
	assign p = not_zero ? tmp_sign : 32'b0;
endmodule
module AntiLog_W6(
	input [9:0] data_i,  
	output [31:0] data_o
	);
	wire [21:0] l1_in;
	wire [21:0] l1_out;
	assign l1_in = {16'b0,1'b1,data_i[4:0]};
   wire [4:0] tmp_l1_enc;
	wire [4:0] l1_enc;
	assign tmp_l1_enc = {1'b0,data_i[8:5]};
	carry_lookahead_inc INC_INST(
	        .i_add1(tmp_l1_enc),
	        .o_result(l1_enc)
	        );
	Barrel22L L1shift (
		.data_i(l1_in),
		.shift_i(l1_enc),
		.data_o(l1_out)
 	 );
	wire [5:0] r_in;
	wire [5:0] r_out;
	wire [2:0] enc;
	assign enc = ~data_i[8:6];
	assign r_in = {1'b1,data_i[4:0]};
	Barrel6R Rshift (
		.data_i(r_in),
		.shift_i(enc),
		.data_o(r_out)
 	 );
	wire lr;
	wire [15:0] out_msb;
	assign lr = data_i[9];
	assign out_msb = {16{lr}} & l1_out[21:6];
	wire [5:0] out_lsb;
	assign out_lsb = lr ? l1_out[5:0] : r_out[5:0];
	assign data_o = {out_msb,out_lsb,10'b0};
endmodule
module PriorityEncoder_16_old(
    input [15:0] data_i,
    output reg [3:0] code_o
    );
	always @*
		case (data_i)
	     16'b0000000000000001 : code_o = 4'b0000;
         16'b0000000000000010 : code_o = 4'b0001;
         16'b0000000000000100 : code_o = 4'b0010;
         16'b0000000000001000 : code_o = 4'b0011;
         16'b0000000000010000 : code_o = 4'b0100;
         16'b0000000000100000 : code_o = 4'b0101;
         16'b0000000001000000 : code_o = 4'b0110;
         16'b0000000010000000 : code_o = 4'b0111;
		 16'b0000000100000000 : code_o = 4'b1000;
         16'b0000001000000000 : code_o = 4'b1001;
         16'b0000010000000000 : code_o = 4'b1010;
         16'b0000100000000000 : code_o = 4'b1011;
         16'b0001000000000000 : code_o = 4'b1100;
         16'b0010000000000000 : code_o = 4'b1101;
         16'b0100000000000000 : code_o = 4'b1110;
         16'b1000000000000000 : code_o = 4'b1111;
			default     : code_o = 4'b0000;
		endcase
endmodule
module PriorityEncoder_16(
    input [15:0] data_i,
    output [3:0] code_o
    );
    wire [7:0] tmp0;
    assign tmp0 = {data_i[15],data_i[13],data_i[11],data_i[9],data_i[7],data_i[5],data_i[3],data_i[1]};
    OR_tree code0(tmp0,code_o[0]);
    wire [7:0] tmp1;
    assign tmp1 = {data_i[15],data_i[14],data_i[11],data_i[10],data_i[7],data_i[6],data_i[3],data_i[2]};
    OR_tree code1(tmp1,code_o[1]);
    wire [7:0] tmp2;
    assign tmp2 = {data_i[15],data_i[14],data_i[13],data_i[12],data_i[7],data_i[6],data_i[5],data_i[4]};
    OR_tree code2(tmp2,code_o[2]);
    wire [7:0] tmp3;
    assign tmp3 = {data_i[15],data_i[14],data_i[13],data_i[12],data_i[11],data_i[10],data_i[9],data_i[8]};
    OR_tree code3(tmp3,code_o[3]);
endmodule
module OR_tree(
    input [7:0] data_i,
    output data_o
    );
    wire [3:0] tmp1;
    wire [1:0] tmp2;
    assign tmp1 = data_i[3:0] | data_i[7:4];
    assign tmp2 = tmp1[1:0] | tmp1[3:2];
    assign data_o = tmp2[0] | tmp2[1];
endmodule
module LOD4(
    input [3:0] data_i,
    output [3:0] data_o
    );
	 wire mux0;
	 wire mux1;
	 wire mux2;
	 assign mux2 = (data_i[3]==1) ? 1'b0 : 1'b1;
	 assign mux1 = (data_i[2]==1) ? 1'b0 : mux2;
	 assign mux0 = (data_i[1]==1) ? 1'b0 : mux1;
	 assign data_o[3] = data_i[3];
	 assign data_o[2] =(mux2 & data_i[2]);
	 assign data_o[1] =(mux1 & data_i[1]);
	 assign data_o[0] =(mux0 & data_i[0]);
endmodule
module Muxes2in1Array4(
    input [3:0] data_i,
    input select_i,
    output [3:0] data_o
    );
	assign data_o[3] = select_i ? data_i[3] : 1'b0;
	assign data_o[2] = select_i ? data_i[2] : 1'b0;
	assign data_o[1] = select_i ? data_i[1] : 1'b0;
	assign data_o[0] = select_i ? data_i[0] : 1'b0;
endmodule
module LOD16(
    input [15:0] data_i,
    output zero_o,
    output [15:0] data_o
    );
	 wire [15:0] z;
	 wire [3:0] select;
	 wire [3:0] zdet;
	 assign zdet[3] = data_i[15] | data_i[14] | data_i[13] | data_i[12];
	 assign zdet[2] = data_i[11] | data_i[10] | data_i[9] | data_i[8];
	 assign zdet[1] = data_i[7] | data_i[6] | data_i[5] | data_i[4];
	 assign zdet[0] = data_i[3] | data_i[2] | data_i[1] | data_i[0];
	 assign zero_o = ~(zdet[3] | zdet[2] | zdet[1] | zdet[0]);
	 LOD4 lod4_3 (
		.data_i(data_i[15:12]), 
		.data_o(z[15:12])
	 );
	 LOD4 lod4_2 (
		.data_i(data_i[11:8]), 
		.data_o(z[11:8])
	 );
	 LOD4 lod4_1 (
		.data_i(data_i[7:4]), 
		.data_o(z[7:4])
	 );
	 LOD4 lod4_0 (
		.data_i(data_i[3:0]), 
		.data_o(z[3:0])
	 );
	 LOD4 lod4_middle (
		.data_i(zdet), 
		.data_o(select)
	 );
	 Muxes2in1Array4 Inst_MUX214_3 (
		.data_i(z[15:12]), 
		.select_i(select[3]), 
		.data_o(data_o[15:12])
    );
	 Muxes2in1Array4 Inst_MUX214_2 (
		.data_i(z[11:8]), 
		.select_i(select[2]), 
		.data_o(data_o[11:8])
    );
	 Muxes2in1Array4 Inst_MUX214_1 (
		.data_i(z[7:4]), 
		.select_i(select[1]), 
		.data_o(data_o[7:4])
    );
	 Muxes2in1Array4 Inst_MUX214_0 (
		.data_i(z[3:0]), 
		.select_i(select[0]), 
		.data_o(data_o[3:0])
    );
endmodule
module Barrel16L(
    input [15:0] data_i,
    input [3:0] shift_i,
    output reg [15:0] data_o
    );
   always @*
      case (shift_i)
         4'b0000: data_o = data_i;
         4'b0001: data_o = data_i << 1;
         4'b0010: data_o = data_i << 2;
         4'b0011: data_o = data_i << 3;
         4'b0100: data_o = data_i << 4;
         4'b0101: data_o = data_i << 5;
         4'b0110: data_o = data_i << 6;
         4'b0111: data_o = data_i << 7;
         4'b1000: data_o = data_i << 8;
         4'b1001: data_o = data_i << 9;
         4'b1010: data_o = data_i << 10;
         4'b1011: data_o = data_i << 11;
         4'b1100: data_o = data_i << 12;
         4'b1101: data_o = data_i << 13;
         4'b1110: data_o = data_i << 14;
         default: data_o = data_i << 15;
      endcase
endmodule
module Barrel6R(
    input [5:0] data_i,
    input [2:0] shift_i,
    output reg [5:0] data_o
    );
   always @*
      case (shift_i)
         3'b000: data_o = data_i;
         3'b001: data_o = data_i >> 1;
         3'b010: data_o = data_i >> 2;
         3'b011: data_o = data_i >> 3;
         3'b100: data_o = data_i >> 4;
         3'b101: data_o = data_i >> 5;
         3'b110: data_o = data_i >> 6;
         default: data_o = data_i << 7;
      endcase
endmodule
module Barrel22L(
    input [21:0] data_i,
    input [4:0] shift_i,
    output reg [21:0] data_o
    );
   always @*
      case (shift_i)
         5'b00000: data_o = data_i;
         5'b00001: data_o = data_i << 1;
         5'b00010: data_o = data_i << 2;
         5'b00011: data_o = data_i << 3;
         5'b00100: data_o = data_i << 4;
         5'b00101: data_o = data_i << 5;
         5'b00110: data_o = data_i << 6;
         5'b00111: data_o = data_i << 7;
         5'b01000: data_o = data_i << 8;
         5'b01001: data_o = data_i << 9;
         5'b01010: data_o = data_i << 10;
         5'b01011: data_o = data_i << 11;
         5'b01100: data_o = data_i << 12;
         5'b01101: data_o = data_i << 13;
         5'b01110: data_o = data_i << 14;
         5'b01111: data_o = data_i << 15;
         default:  data_o = data_i << 16;
      endcase
endmodule
module carry_lookahead_inc
  (
   input [4:0] i_add1,
   output [4:0]  o_result
   );
  wire [5:0]     w_C;
  wire [4:0]   w_SUM;
  genvar  ii;
  generate 
    for (ii=0; ii<5; ii=ii+1) 
      begin: oncetold
         assign w_SUM[ii] = i_add1[ii] ^ w_C[ii];
      end
  endgenerate
  genvar jj;
  generate
    for (jj=0; jj<5; jj=jj+1) 
      begin : somebody
        assign w_C[jj+1] = (i_add1[jj] & w_C[jj]);
      end
  endgenerate
  assign w_C[0] = 1'b1;  
  assign o_result =  w_SUM;    
endmodule  
```

## run.sh

```bash
#!/bin/bash
# OpenROAD 26Q1-2900-gdf79404cd8, Yosys 0.63+post, stock flow scripts
make -C /OpenROAD-flow-scripts/flow DESIGN_CONFIG=/design/flow/config.mk WORK_HOME=/design/flow/orfs finish
```

## config.mk

```make
export PLATFORM = sky130hd
export DESIGN_NAME = PriorityEncoder_16_old
export DESIGN_NICKNAME = PriorityEncoder_16_old
export VERILOG_FILES = /design/flow/design.v
export SDC_FILE = /design/flow/constraint.sdc
export NUM_CORES = 4
export LEC_CHECK = 1
export CORE_AREA = 10 10 70 70
export DIE_AREA = 0 0 80 80
```

## constraint.sdc

```tcl
current_design PriorityEncoder_16_old

set clk_period 2.2
set clk_io_pct 0.2

create_clock -name clk0 -period $clk_period

set non_clock_inputs [all_inputs -no_clocks]
set_input_delay [expr $clk_period * $clk_io_pct] -clock clk0 $non_clock_inputs
set_output_delay [expr $clk_period * $clk_io_pct] -clock clk0 [all_outputs]
```

==> impl_metrics.csv <==
group,metric,value,unit
final_timing,fmax,0.439,GHz
yosys,yosysWarnings,1,
cells_and_area,seq_area,0,um^2
setup_path,crit_chain,"buf_6 -> or4_4 -> or4_4 -> a31oi_1 -> buf_2",
power_and_ir_drop,peakVddDrop,0.0452,mV
floorplanning,io_pins,20,
final_timing,slew_headroom,82.0,%
setup_path,cp_slowest_cell,"or4_4",
final_timing,finalSetupViolCount,3,
route,wl_met1,825,um
yosys,synth_cell_types,25,
global_route,grt_pass1_vias,560,
hold_path,hold_class,"primary input to output pin",
cells_and_area,seq_cell_count,0,
yosys,synth_stat.cells,55,
final_timing,postLayoutSetupSlackWorst,-80.0,ps
setup_path,cp_max_fo,2,
setup_path,worst_path_most_repeated_cell,"or4_4",
final_timing,worst_pin_slew,266,ps
route,antenna_cells,0,
route,drc,0,
outcome,status,"complete, but fails checks",
setup_path,critPathRequiredTime,1760,ps
setup_path,critPathKind,"primary input to output pin",
global_route,grt-ovfl-total,0,
flow_run,maxCapViolCount,0,
yosys,synthTopCellsByCount,"o21ai_0, nor2_1, nor4b_1, xor2_1",
yosys,most_common_cell,"o21ai_0",
yosys,top_cell_area_share,12.4,%
cells_and_area,syn2layout_area_growth,137,%
final_timing,period_used_share,104,%
floorplanning,std_cell_rows,21,
final_timing,drv_slew,0,
final_timing,holdWs,1350,ps
clocking,hold_buffers,0,
route,route.met3.wl,108,um
place,place_area,763,um^2
yosys,postSynthCellCount,55,
setup_path,worst_setup_path_end_kind,"output pin",
yosys,yosys_area,363,um^2
route,firstDrtPassIters,4,
route,routedWlPerCell,11.4,um
cells_and_area,drive_gt1_share,53.1,%
place,gp_congestion,0.794,
global_route,grtUsageTotal,4.59,%
flow_run,warnings,34,
global_route,antenna_found_initial,0,
outcome,violations,"setup timing",
floorplanning,die_x,80,um
place,pre_cts_ws,-827,ps
route,vias,611,
floorplanning,dieArea,6400,um^2
floorplanning,core-area,3420,um^2
cells_and_area,fill_cells,375,
route,wirelength,1640,um
final_timing,grt_setup_unrepaired,"true",
floorplanning,fp-utilization,10.6,%
setup_path,crit_buf_inv,2,
yosys,syn_area,363,um^2
yosys,synth_top_cell_by_area,"o21ai_0",
route,drtAntennaViolNets,0,
yosys,syn_area_per_cell,6.60,um^2
final_timing,finalCriticalPeriod,2280,ps
power_and_ir_drop,p_leak,0.317,nW
global_route,grt_pass1_wl,2540,um
cells_and_area,fin_area,861,um^2
setup_path,arrival,1840,ps
route,met2WireLength,707,um
setup_path,crit_family,"simple AND/OR/NAND/NOR gates",
final_timing,hold_viol_final,0,
route,top_layer,"met3",
setup_path,crit_path_start_kind,"primary input",
yosys,synth_seq_share,0,%
setup_path,cpPeakStageDelay,540,ps
cells_and_area,clkbuf_count,0,
floorplanning,die_h,80,um
route,via_per_inst,4.24,
global_route,grt_max_degree,9,
power_and_ir_drop,power_per_cell_area,133,nW/um^2
yosys,area_leaders,"o21ai_0, nor4b_1, xor2_1, nor2_1, or4_4",
place,port_buffers,20,
route,drt-initial-drc-count,23,
[cells by family after synthesis]
kind of cell / after synthesis / synth area share, %
XOR/XNOR: 5 / 12.1
AND/OR/NAND/NOR: 29 / 51.4
buffers and inverters: 2 / 4.14
AND-OR/OR-AND: 19 / 32.4
[cells in the final DEF, fill, tap and decap left out, types with 3 or more instances in the layout]
cell type and n:
nand2_1 3, buf_2 5, buf_6 5, buf_4 22
clkdlybuf4s15_2 3, xor2_1 4, o21ai_0 8, dlygate4sd2_1 7
nor2_1 4, nor4b_1 4
[worst paths after layout]
path / start / end / slack, ps / cells after the start
hold / removal: data_i[12] / code_o[0] / 1350 / 5
setup / recovery: data_i[12] / code_o[3] / -80 / 5
[power breakdown]
group	switching, mW	internal, mW
sequential	0	0
combinational	0.0542	0.0600
clock	0	0
[cell type report]
| class | count | area [um^2] | share of cell area [%] |
|---|---|---|---|
| multi-input combinational | 53 | 442 | 51.3 |
| timing repair buffer | 45 | 362 | 42.0 |
| tap | 46 | 57.6 | 6.69 |
[metrics by stage]
step	util, %	power (mW)	setup TNS [ps]	cells
floorplan	-	0.0319	0	55
global placement	22.3	0.101	-3130	140
detailed placement	22.3	0.102	-3140	140
CTS	24.5	0.108	-379	143
global route	25.2	0.123	-342	144
finish	25.2	0.114	-188	144
[tightest hold or removal path, stage by stage]
cell	delay (ps)
buf_6	70
or4_4	130
or4_4	120
o21ai_2	50
buf_2	100
[routing by layer]
layer / vias to the layer above / global-route usage [%]
met5: - / 0
met4: 0 / 0
met3: 0 / 1.02
met2: 17 / 6.18
met1: 282 / 7.45
li1: 312 / -
[timing repair]
action / 4_1_cts / 5_1_grt
pin swaps: 16 / 14
gates resized: 66 / 7
setup endpoints to repair: 4 / 4
setup buffers: 4 / 1
Power and IR drop assume default switching activity.

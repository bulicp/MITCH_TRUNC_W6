==> /design/flow/design.v <==
`timescale 1ns / 1ps
module MITCH_TRUNC_W6(
    input [15:0] x,
    input [15:0] y,
    output [31:0] p
    );
	wire [15:0] x_abs;
	wire [15:0] y_abs;
	assign x_abs = x ^ {16{x[15]}};
	assign y_abs = y ^ {16{y[15]}};
	wire [15:0] kx;
	wire zero_x;
	wire [3:0] code_x;
	LOD16 LODx (
		.data_i(x_abs),
		.zero_o(zero_x),
		.data_o(kx)
	 ); 
	PriorityEncoder_16 PEx (
		.data_i(kx),
		.code_o(code_x)
	 ); 
	wire [15:0] ky;
	wire zero_y;
	wire [3:0] code_y;
	LOD16 LODy (
		.data_i(y_abs),
		.zero_o(zero_y),
		.data_o(ky)
	 ); 
	PriorityEncoder_16 PEy (
			.data_i(ky),
			.code_o(code_y)
		 ); 
	wire [3:0] code_x_inv;
	wire [15:0] barrel_x;
	assign code_x_inv = ~code_x;
	Barrel16L BShiftx (
		.data_i(x_abs),
		.shift_i(code_x_inv),
		.data_o(barrel_x)
 	 ); 
	wire [3:0] code_y_inv;
	wire [15:0] barrel_y;
	assign code_y_inv = ~code_y;
	Barrel16L BShifty (
		.data_i(y_abs),
		.shift_i(code_y_inv),
		.data_o(barrel_y)
 	 );
	wire [9:0] op1;
	wire [9:0] op2;
	wire [9:0] L;
	assign op1 = {1'b0,code_x,barrel_x[14:10]};
	assign op2 = {1'b0,code_y,barrel_y[14:10]};
    assign L = op1 + op2;
	wire [31:0] tmp_out; 
	AntiLog_W6 anti_log(
		.data_i(L),
		.data_o(tmp_out)
	);
	wire prod_sign; 
	wire [31:0] tmp_sign;
	assign prod_sign = x[15] ^ y[15];
	assign tmp_sign = {32{prod_sign}} ^ tmp_out;
	wire not_zero;
	assign not_zero = (~zero_x | x[15] | x[0]) & (~zero_y | y[15] | y[0]);
	assign p = not_zero ? tmp_sign : 32'b0;
endmodule
module AntiLog_W6(
	input [9:0] data_i,  
	output [31:0] data_o
	);
	wire [21:0] l1_in;
	wire [21:0] l1_out;
	assign l1_in = {16'b0,1'b1,data_i[4:0]};
   wire [4:0] tmp_l1_enc;
	wire [4:0] l1_enc;
	assign tmp_l1_enc = {1'b0,data_i[8:5]};
	carry_lookahead_inc INC_INST(
	        .i_add1(tmp_l1_enc),
	        .o_result(l1_enc)
	        );
	Barrel22L L1shift (
		.data_i(l1_in),
		.shift_i(l1_enc),
		.data_o(l1_out)
 	 );
	wire [5:0] r_in;
	wire [5:0] r_out;
	wire [2:0] enc;
	assign enc = ~data_i[8:6];
	assign r_in = {1'b1,data_i[4:0]};
	Barrel6R Rshift (
		.data_i(r_in),
		.shift_i(enc),
		.data_o(r_out)
 	 );
	wire lr;
	wire [15:0] out_msb;
	assign lr = data_i[9];
	assign out_msb = {16{lr}} & l1_out[21:6];
	wire [5:0] out_lsb;
	assign out_lsb = lr ? l1_out[5:0] : r_out[5:0];
	assign data_o = {out_msb,out_lsb,10'b0};
endmodule
module PriorityEncoder_16_old(
    input [15:0] data_i,
    output reg [3:0] code_o
    );
	always @*
		case (data_i)
	     16'b0000000000000001 : code_o = 4'b0000;
         16'b0000000000000010 : code_o = 4'b0001;
         16'b0000000000000100 : code_o = 4'b0010;
         16'b0000000000001000 : code_o = 4'b0011;
         16'b0000000000010000 : code_o = 4'b0100;
         16'b0000000000100000 : code_o = 4'b0101;
         16'b0000000001000000 : code_o = 4'b0110;
         16'b0000000010000000 : code_o = 4'b0111;
		 16'b0000000100000000 : code_o = 4'b1000;
         16'b0000001000000000 : code_o = 4'b1001;
         16'b0000010000000000 : code_o = 4'b1010;
         16'b0000100000000000 : code_o = 4'b1011;
         16'b0001000000000000 : code_o = 4'b1100;
         16'b0010000000000000 : code_o = 4'b1101;
         16'b0100000000000000 : code_o = 4'b1110;
         16'b1000000000000000 : code_o = 4'b1111;
			default     : code_o = 4'b0000;
		endcase
endmodule
module PriorityEncoder_16(
    input [15:0] data_i,
    output [3:0] code_o
    );
    wire [7:0] tmp0;
    assign tmp0 = {data_i[15],data_i[13],data_i[11],data_i[9],data_i[7],data_i[5],data_i[3],data_i[1]};
    OR_tree code0(tmp0,code_o[0]);
    wire [7:0] tmp1;
    assign tmp1 = {data_i[15],data_i[14],data_i[11],data_i[10],data_i[7],data_i[6],data_i[3],data_i[2]};
    OR_tree code1(tmp1,code_o[1]);
    wire [7:0] tmp2;
    assign tmp2 = {data_i[15],data_i[14],data_i[13],data_i[12],data_i[7],data_i[6],data_i[5],data_i[4]};
    OR_tree code2(tmp2,code_o[2]);
    wire [7:0] tmp3;
    assign tmp3 = {data_i[15],data_i[14],data_i[13],data_i[12],data_i[11],data_i[10],data_i[9],data_i[8]};
    OR_tree code3(tmp3,code_o[3]);
endmodule
module OR_tree(
    input [7:0] data_i,
    output data_o
    );
    wire [3:0] tmp1;
    wire [1:0] tmp2;
    assign tmp1 = data_i[3:0] | data_i[7:4];
    assign tmp2 = tmp1[1:0] | tmp1[3:2];
    assign data_o = tmp2[0] | tmp2[1];
endmodule
module LOD4(
    input [3:0] data_i,
    output [3:0] data_o
    );
	 wire mux0;
	 wire mux1;
	 wire mux2;
	 assign mux2 = (data_i[3]==1) ? 1'b0 : 1'b1;
	 assign mux1 = (data_i[2]==1) ? 1'b0 : mux2;
	 assign mux0 = (data_i[1]==1) ? 1'b0 : mux1;
	 assign data_o[3] = data_i[3];
	 assign data_o[2] =(mux2 & data_i[2]);
	 assign data_o[1] =(mux1 & data_i[1]);
	 assign data_o[0] =(mux0 & data_i[0]);
endmodule
module Muxes2in1Array4(
    input [3:0] data_i,
    input select_i,
    output [3:0] data_o
    );
	assign data_o[3] = select_i ? data_i[3] : 1'b0;
	assign data_o[2] = select_i ? data_i[2] : 1'b0;
	assign data_o[1] = select_i ? data_i[1] : 1'b0;
	assign data_o[0] = select_i ? data_i[0] : 1'b0;
endmodule
module LOD16(
    input [15:0] data_i,
    output zero_o,
    output [15:0] data_o
    );
	 wire [15:0] z;
	 wire [3:0] select;
	 wire [3:0] zdet;
	 assign zdet[3] = data_i[15] | data_i[14] | data_i[13] | data_i[12];
	 assign zdet[2] = data_i[11] | data_i[10] | data_i[9] | data_i[8];
	 assign zdet[1] = data_i[7] | data_i[6] | data_i[5] | data_i[4];
	 assign zdet[0] = data_i[3] | data_i[2] | data_i[1] | data_i[0];
	 assign zero_o = ~(zdet[3] | zdet[2] | zdet[1] | zdet[0]);
	 LOD4 lod4_3 (
		.data_i(data_i[15:12]), 
		.data_o(z[15:12])
	 );
	 LOD4 lod4_2 (
		.data_i(data_i[11:8]), 
		.data_o(z[11:8])
	 );
	 LOD4 lod4_1 (
		.data_i(data_i[7:4]), 
		.data_o(z[7:4])
	 );
	 LOD4 lod4_0 (
		.data_i(data_i[3:0]), 
		.data_o(z[3:0])
	 );
	 LOD4 lod4_middle (
		.data_i(zdet), 
		.data_o(select)
	 );
	 Muxes2in1Array4 Inst_MUX214_3 (
		.data_i(z[15:12]), 
		.select_i(select[3]), 
		.data_o(data_o[15:12])
    );
	 Muxes2in1Array4 Inst_MUX214_2 (
		.data_i(z[11:8]), 
		.select_i(select[2]), 
		.data_o(data_o[11:8])
    );
	 Muxes2in1Array4 Inst_MUX214_1 (
		.data_i(z[7:4]), 
		.select_i(select[1]), 
		.data_o(data_o[7:4])
    );
	 Muxes2in1Array4 Inst_MUX214_0 (
		.data_i(z[3:0]), 
		.select_i(select[0]), 
		.data_o(data_o[3:0])
    );
endmodule
module Barrel16L(
    input [15:0] data_i,
    input [3:0] shift_i,
    output reg [15:0] data_o
    );
   always @*
      case (shift_i)
         4'b0000: data_o = data_i;
         4'b0001: data_o = data_i << 1;
         4'b0010: data_o = data_i << 2;
         4'b0011: data_o = data_i << 3;
         4'b0100: data_o = data_i << 4;
         4'b0101: data_o = data_i << 5;
         4'b0110: data_o = data_i << 6;
         4'b0111: data_o = data_i << 7;
         4'b1000: data_o = data_i << 8;
         4'b1001: data_o = data_i << 9;
         4'b1010: data_o = data_i << 10;
         4'b1011: data_o = data_i << 11;
         4'b1100: data_o = data_i << 12;
         4'b1101: data_o = data_i << 13;
         4'b1110: data_o = data_i << 14;
         default: data_o = data_i << 15;
      endcase
endmodule
module Barrel6R(
    input [5:0] data_i,
    input [2:0] shift_i,
    output reg [5:0] data_o
    );
   always @*
      case (shift_i)
         3'b000: data_o = data_i;
         3'b001: data_o = data_i >> 1;
         3'b010: data_o = data_i >> 2;
         3'b011: data_o = data_i >> 3;
         3'b100: data_o = data_i >> 4;
         3'b101: data_o = data_i >> 5;
         3'b110: data_o = data_i >> 6;
         default: data_o = data_i << 7;
      endcase
endmodule
module Barrel22L(
    input [21:0] data_i,
    input [4:0] shift_i,
    output reg [21:0] data_o
    );
   always @*
      case (shift_i)
         5'b00000: data_o = data_i;
         5'b00001: data_o = data_i << 1;
         5'b00010: data_o = data_i << 2;
         5'b00011: data_o = data_i << 3;
         5'b00100: data_o = data_i << 4;
         5'b00101: data_o = data_i << 5;
         5'b00110: data_o = data_i << 6;
         5'b00111: data_o = data_i << 7;
         5'b01000: data_o = data_i << 8;
         5'b01001: data_o = data_i << 9;
         5'b01010: data_o = data_i << 10;
         5'b01011: data_o = data_i << 11;
         5'b01100: data_o = data_i << 12;
         5'b01101: data_o = data_i << 13;
         5'b01110: data_o = data_i << 14;
         5'b01111: data_o = data_i << 15;
         default:  data_o = data_i << 16;
      endcase
endmodule
module carry_lookahead_inc
  (
   input [4:0] i_add1,
   output [4:0]  o_result
   );
  wire [5:0]     w_C;
  wire [4:0]   w_SUM;
  genvar  ii;
  generate 
    for (ii=0; ii<5; ii=ii+1) 
      begin: oncetold
         assign w_SUM[ii] = i_add1[ii] ^ w_C[ii];
      end
  endgenerate
  genvar jj;
  generate
    for (jj=0; jj<5; jj=jj+1) 
      begin : somebody
        assign w_C[jj+1] = (i_add1[jj] & w_C[jj]);
      end
  endgenerate
  assign w_C[0] = 1'b1;  
  assign o_result =  w_SUM;    
endmodule  
module mult_top(
    input clk,
    input  [15:0] x,
    input  [15:0] y,
    output reg [31:0] p_out
    );
    wire [31:0] P_vec;
    reg [15:0] X_vec;
    reg [15:0] Y_vec;
    MITCH_TRUNC_W6 mult(X_vec,Y_vec,P_vec); 
    always @(posedge clk) 
    begin
        p_out = P_vec;
        X_vec = x;
        Y_vec = y;
    end
endmodule 
==> /design/flow/run.sh <==
#!/bin/bash
# OpenROAD 26Q1-2900-gdf79404cd8, Yosys 0.63+post, stock flow scripts
make -C /OpenROAD-flow-scripts/flow DESIGN_CONFIG=/design/flow/config.mk WORK_HOME=/design/flow/orfs finish
==> /design/flow/config.mk <==
export PLATFORM = sky130hd
export DESIGN_NAME = mult_top
export DESIGN_NICKNAME = mult_top
export VERILOG_FILES = /design/flow/design.v
export SDC_FILE = /design/flow/constraint.sdc
export NUM_CORES = 4
export LEC_CHECK = 1
export CORE_UTILIZATION = 50
==> /design/flow/constraint.sdc <==
current_design mult_top

set clk_period 9.8
set clk_io_pct 0.2

create_clock -name clk0 -period $clk_period [get_ports {clk}]

set non_clock_inputs [all_inputs -no_clocks]
set_input_delay [expr $clk_period * $clk_io_pct] -clock clk0 $non_clock_inputs
set_output_delay [expr $clk_period * $clk_io_pct] -clock clk0 [all_outputs]
==> Changelog: implementation <==
### Metrics

* RSZ-0062 raised after global routing: no
* Reg2reg end: p_out[15]
* Initial antenna violation count at 0
* Gr usage total at 31.53%
* CP arrival at 8330 ps
* Slew Limit Fails at 0
* Hold/Removal Path Class: reg2reg
* Area leader share at 18.81%
* CORE AREA at 0.01142 mm²
* Initial Utilization at 51.26%
* Ys cells at between 800 and 900
* Least-Margin Pin Slew at 956.1 ps
* H-tree Lvls at 2
* Final TNS setup at 0 ps
* Reg2Reg Setup Slack at ~1700 ps
* Max Fclk at 123.4 MHz
* Row count at 39
* Number of synthesis warnings at 4
* Fill cells at 1060
* Sequential area share after synthesis at 18.81%
* Area leader, netlist: dfxtp_1
* Hold endpoint: p_out[21]
* Max Clock Skew at 7.127 ps
* Hold path cells at 5
* Delay of the slowest critical-path stage at 900 ps
* Crit path max fanout at between 50 and 60
* CP max stage cell: a2111oi_0
* DR WL/cell at between 15 and 20 µm
* Setup Fix Bufs, Post-CTS at 0
* Inserted Diodes at 0
* Post-detailed-placement half-perimeter wirelength at 13120 µm
* TritonCTS clock tree: yes
* Post-synthesis cell count at between 800 and 900
* Clk ins delay skew pair at 310 ps
* DRC errors left at 0
* Vias at roughly 6400
* Log Warnings at 27
* Peak supply drop at 0.1532 mV
* Critical path required time at around 10000 ps
* Clk Tree Root Cell: clkbuf_16
* CP Capture Type: flop
* Synth top cells by count: 75 x nand2_1, 69 x a21oi_1, 59 x clkbuf_1
* PortBufs at between 60 and 70
* Async SR Flop Fraction at 0%
* CTS Sinks at about 55
* Largest net degree at the start of global routing at 57
* Netlist cell types at 90
* Area Growth Syn to Fin at 10.82%
* Max-Slew Margin vs Limit at 34.61%
* Period utilization at 82.69%
* Gr ovfl total at 0
* Fin. Hold Viols at 0
* Clk slew on worst S/H paths at 80 ps
* Yosys top cell by instances: nand2_1
* Register Area at 0.001101 mm²
* Minimum clock period at 8104 ps
* Synth Area per Inst at 7.280 µm²
* Global-route wire length before repair at 29230 µm
* Via/cell ratio at 6.815
* Leak at 2.303 nW
* Drt pass-1 iters at 7
* Die width at 110.2 µm
* RR Startpoint: X_vec[15]
* Crit-path most repeated cell: nor2_1
* Final ANT Viol Nets at 0
* Worst r2r path cells at 31
* CTS Buf Count at 5
* Crit start category: flop
* Top cells by area: dfxtp_1 19%, a21oi_1 5.9%, nand2_1 4.8%, clkbuf_1 3.8%, o21ai_0 3.7%
* Max-cap check violation count at 0
* Power per cell area at 175.2 mW/mm²
* Hold path startpoint: Y_vec[15]
* Final setup viols at 0
* Ports at 65
* Synth flops at ~55
* Height of the chip at 110.2 µm
* Share of layout cells above drive strength 1 at 6.633%
* CTS max path bufs at 2
* Mapped cell area at ~0.0059 mm²
* Total die area at 0.01214 mm²
* Post-CTS resize count at 0
* Gpl congestion at 1.024
* MI comb area at 0.004255 mm²
* Number of global-route vias before repair at 5553
* 1st-iter DRT viols at 752
* Placed cell areas at 0.006334 mm²
* DRT Wirelength at 18170 µm
* Cell area after layout at around 0.0065 mm²
* Post-synth tally of flip-flops with integrated enable at 0
* Prevailing post-synth register cell: dfxtp_1
* Crit path kind: reg2reg
* Chip Area, Yosys at slightly below 0.006 mm²
* Status: finished, final reports clean
* Hold Buf Count CTS at 0
-- worst max-delay path: cells and delay by family, from the launching register on --
kind	cells	cell delay, ps
fa+ha+maj	3	910
flops	1	310
compound gates	15	3900
mux	1	240
buf+inv	4	1040
simple gates	8	1610
-- registers in the layout (all words and copies together), names as in the netlist --
| register | count |
|---|---|
| Y_vec | 16 |
| p_out | 23 |
| X_vec | 16 |
-- metrics by stage --
step	setup slack [ps]	std cells	power [mW]	util [%]	hold slack [ps]
after floorplan	3210	804	0.7304	-	781.1
after global placement	1815	934	0.9395	55.47	1086
after detailed placement	1940	934	0.9324	55.47	1107
after CTS	1899	942	1.127	56.80	1123
after global routing	1007	942	1.221	56.80	1213
final	1696	942	1.136	56.80	1141
-- power by group --
group | internal (mW) | switching [mW] | leakage [nW]
combinational | 0.274 | 0.369 | 1.77
sequential | 0.266 | 0.0384 | 0.464
clock | 0.0972 | 0.0918 | 0.0719
-- worst max path at each step --
stage | startpoint | to | slack (ps)
6_report | X_vec[15] | p_out[15] | 1700
5_1_grt | X_vec[15] | p_out[15] | 1010
4_1_cts | X_vec[15] | p_out[15] | 1900
-- cell usage in the layout, fill, tap and decap left out, drive strengths merged, types with 6 or more instances in the layout --
cell type / instances
buf: 8
a222oi: 9
o211ai: 22
o21ai: 56
nor4: 9
nand4: 14
inv: 27
and3: 11
o22ai: 31
o21a: 6
nor2: 47
nand2b: 12
nor2b: 6
o31ai: 6
dfxtp: 55
nand3: 21
ha: 10
a21o: 7
a31oi: 12
o221ai: 12
or3: 9
mux2i: 20
xor2: 6
a21oi: 71
clkdlybuf4s50: 64
xnor2: 15
a211oi: 11
and2: 12
a221oi: 15
nand2: 76
a22oi: 17
nor3: 19
-- cell type report --
cell class	instances	area share, %
Clock buffer	5	1.929
Clock inverter	3	0.4244
Inverter	26	1.505
Multi-Input combinational cell	638	65.61
Sequential cell	55	16.98
Tap cell	143	2.758
Timing Repair Buffer	72	10.80
-- cell families after synthesis --
logic type | share of synthesized area [%]
adders and majority gates | 2.480
AOI/OAI and AO/OA | 40.02
DFF | 18.81
and+or+nand+nor | 22.87
buffers and inverters | 8.486
xor gates and xnor gates | 3.527
muxes | 3.805
-- layer usage --
metal	share of wire [%]	global-route usage, %	routed length, µm
met3	10	6.171	1883
met2	42	44.60	7660
met4	2.4	7.989	437
met5	0	0	0
met1	45	49.20	8183
Power is estimated from default activity; no workload was simulated.
